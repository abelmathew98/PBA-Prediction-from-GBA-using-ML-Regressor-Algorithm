File: config.mk
export PLATFORM = sky130hd
export DESIGN_NAME = fifo
export DESIGN_NICKNAME = fifo
export VERILOG_FILES = /design/flow/design.v
export SDC_FILE = /design/flow/constraint.sdc
export NUM_CORES = 4
export LEC_CHECK = 1
export CORE_UTILIZATION = 30
export SYNTH_HDL_FRONTEND = slang
File: constraint.sdc
current_design fifo

set clk_period 3.1
set clk_io_pct 0.2

create_clock -name clk0 -period $clk_period [get_ports {clk}]

set non_clock_inputs [all_inputs -no_clocks]
set_input_delay [expr $clk_period * $clk_io_pct] -clock clk0 $non_clock_inputs
set_output_delay [expr $clk_period * $clk_io_pct] -clock clk0 [all_outputs]
File: design.v
`timescale 1ns/100ps
module sync_fifo (in,out,clk,rst,is_full,is_empty,rd_en,wr_en,x_dest,y_dest);
	parameter depth=4, data_width=8,nbit=(1>>depth),addr_width=3;
	input [(data_width+2*addr_width)-1:0] in;
	output [addr_width-1:0] x_dest;
	output [addr_width-1:0] y_dest;
	output logic [(data_width+2*addr_width)-1:0] out;
	input clk;
	input rst;
	output logic is_full;
	output logic is_empty;
	input rd_en;
	input wr_en;
	reg [depth-1:0] [(data_width+2*addr_width)-1:0] mem;
	reg [depth-1:0] count;
	reg [nbit-1:0] head;
	reg [nbit-1:0] tail;
	assign x_dest = mem[tail][data_width+addr_width-1:data_width];
	assign y_dest = mem[tail][data_width+2*addr_width-1: data_width+addr_width];
	always @(posedge clk) begin
		if(rst) begin
			out <= '{default:0};
		end
		else begin
			out <= mem[tail];
		end
	end
	always @(posedge clk) begin
		if (rst==0) begin
			if (wr_en==1 && is_full==0)
				mem[head] <= in;
		end
	end
	always @(posedge clk) begin
		if (rst) begin
			head <= 0;
		end
		else begin
			if (wr_en==1 && is_full==0) begin
				head <= head+1;
			end
		end
	end
	always @(posedge clk) begin
		if (rst) begin
			tail <= 0;
		end
		else begin
			if (rd_en==1 && is_empty==0) begin
				tail <= tail+1;
			end
		end
	end
	always @(posedge clk) begin
	   if (rst) begin
	      count <= 0;
	   end
	   else begin
	      unique case ({rd_en,wr_en})
	         2'b00: count <= count;
	         2'b01: if(!is_full)
						count <= count + 1;
	         2'b10: if(!is_empty)
						count <= count - 1;
	         2'b11: count <= count;
	      endcase
	   end
	end
	always @(count) begin
	  	if (count == 0)
			is_empty = 1'b1;
		else
			is_empty = 1'b0;
	end
	always @(count) begin
		if (count < depth)
			is_full = 1'b0;
		else	
			is_full = 1'b1;
	end
endmodule
module fifo (in,out,clk,rst,rd_en,wr_en,is_full,is_empty,x_dest,y_dest);
	parameter n_input=5, data_width=8, addr_width=3;
	input [data_width+2*addr_width-1:0] in [n_input-1:0];
	input [n_input-1:0] rd_en;
	input [n_input-1:0] wr_en;
	input clk;
	input rst;
	output [data_width+2*addr_width-1:0] out [n_input-1:0];
	output [n_input-1:0] is_full;
	output [n_input-1:0] is_empty;
	output [addr_width-1:0] x_dest [n_input-1:0];
	output [addr_width-1:0] y_dest [n_input-1:0];
	sync_fifo fifo_0 (.in(in[0]),.out(out[0]),.clk(clk),.rst(rst),.is_full(is_full[0]),.is_empty(is_empty[0]),.rd_en(rd_en[0]),.wr_en(wr_en[0]),.x_dest(x_dest[0]),.y_dest(y_dest[0]));
	sync_fifo fifo_1 (.in(in[1]),.out(out[1]),.clk(clk),.rst(rst),.is_full(is_full[1]),.is_empty(is_empty[1]),.rd_en(rd_en[1]),.wr_en(wr_en[1]),.x_dest(x_dest[1]),.y_dest(y_dest[1]));
	sync_fifo fifo_2 (.in(in[2]),.out(out[2]),.clk(clk),.rst(rst),.is_full(is_full[2]),.is_empty(is_empty[2]),.rd_en(rd_en[2]),.wr_en(wr_en[2]),.x_dest(x_dest[2]),.y_dest(y_dest[2]));
	sync_fifo fifo_3 (.in(in[3]),.out(out[3]),.clk(clk),.rst(rst),.is_full(is_full[3]),.is_empty(is_empty[3]),.rd_en(rd_en[3]),.wr_en(wr_en[3]),.x_dest(x_dest[3]),.y_dest(y_dest[3]));
	sync_fifo fifo_4 (.in(in[4]),.out(out[4]),.clk(clk),.rst(rst),.is_full(is_full[4]),.is_empty(is_empty[4]),.rd_en(rd_en[4]),.wr_en(wr_en[4]),.x_dest(x_dest[4]),.y_dest(y_dest[4]));
endmodule
File: run.sh
#!/bin/bash
# OpenROAD 26Q1-2900-gdf79404cd8, Yosys 0.63+post, stock flow scripts
make -C /OpenROAD-flow-scripts/flow DESIGN_CONFIG=/design/flow/config.mk WORK_HOME=/design/flow/orfs finish
==> results.yml <==
# synthesis and place-and-route metrics
cells_and_area:
  finalCoreUtilization_pct: 39.32
  area_growth_pct: 28.83
  layout.cells.non_filler: 1776
  finalInstanceArea_um2: 19320
  drive_gt1_share_pct: 20.77
  layout_top_cells: "280 x edfxtp_1, 190 x clkdlybuf4s50_1, 108 x dfxtp_1"
  lay_top_count: "edfxtp_1"
detailed_routing:
  antennaDiodeCount: 0
  route.detailed.drc: 0
  routed_wl_mm: 27.83
  drtIter0Drc: 348
  ant_nets: 0
  wl_per_cell_um: 15.67
  firstDrtPassIters: 4
  vias_per_cell: 4.310
  num_vias: 7655
timing:
  fin_skew_ns: 0.01183
  tns_ns: 0
  finalSetupViolCount: 0
  finalCritPeriodShare_pct: 92.31
  slew_headroom_pct: 58.36
  setup_ws_ns: 0.2384
  slew_violations: 0
  rsz0062_at_grt: "no"
  tightestPinTransition_ns: 0.6246
  fmax_ghz: 0.3495
  period_needed_ns: 2.862
  hold_violations: 0
yosys:
  async_flop_share_pct: 0
  syn_area_um2: 15000
  ys.flop_type: "edfxtp_1"
  syn_avg_cell_area_um2: 17.88
  ys_types: 39
  postSynthCellCount: 839
  edf_count: 280
  synth_flops: 390
  yosys_warnings: 0
  postSynthSeqShare_pct: 70.73
  ys_cells: 839
  ys_area_um2: 15000
placed_design:
  portBuffers: 191
  place_congestion: 0.7859
  dp_slack_ns: 0.1864
  hpwlAfterDp_mm: 18.12
  dpl_cell_area_um2: 17890
  dp_cells: 1699
clocking:
  cts-htree-levels: 2
  post_cts_buffers: 0
  clock_latency_ns: 0.54
  tritoncts: "yes"
  cts.sinks: 390
  cts_inserted_buffers: 42
  cts-root-buf: "clkbuf_16"
  clk_path_buf_depth: 3
  clk_pin_slew_worst_paths_ns: 0.06
setup_path:
  timing.rr.end: "fifo_2.mem[27]"
  critPathKind: "reg -> out"
  cp.required_ns: 2.48
  cp.arrival_ns: 2.24
  rr_startpoint: "fifo_2.count[2]"
  crit_path_start_kind: "flop"
  worstPathMaxFanout: 8
  end_kind: "output pin"
  r2r_slack_ns: 1.04
  r2r_cells: 5
worst_hold_path:
  min_from: "fifo_3.head[-1]"
  hold_end: "fifo_3.head[-1]"
  whs_path_depth: 2
  hold_path.class: "reg -> reg"
floorplan:
  dieHeight_um: 225.6
  fp-row-count: 81
  fp_util_pct: 30.52
  pin_count: 192
  dieArea_um2: 50900
  core_area_um2: 49150
  dieWidth_um: 225.6
grt:
  gr-usage-all-layers_pct: 11.83
  grt_max_degree: 45
  antenna_found_initial: 0
  grt_pass1_wl_mm: 44.08
  grt_pass1_vias: 8161
  grt.overflow.total: 0
power:
  cellPowerDensity_nw_per_um2: 708.5
  ir_worst_vdd_uv: 385.6
  leakage_uw: 0.006649
run:
  warnings: 50
  cap_violations: 0
status:
  outcome: "finished, final reports clean"
## per-stage QoR
step	power [uW]	hold WS (ns)
after global placement	8705	0.5419
after CTS	13940	0.5547
after floorplan	7646	0.5175
after global routing	14360	0.5898
after detailed placement	8713	0.5577
final	13690	0.5632
## kinds of logic (layout without fill, tap and decap cells)
logic type | after synthesis | after routing | synth area share (%)
adder cells (fa/ha/maj) | 40 | 40 | 3.336
buffers and inverters | 64 | 337 | 2.127
AND/OR/NAND/NOR | 200 | 200 | 7.999
flip-flops | 390 | 390 | 70.73
multiplexers | 90 | 90 | 12.13
XOR/XNOR | 25 | 25 | 1.460
AND-OR/OR-AND | 30 | 30 | 2.219
## cell type report
cell class / count / area [um2]
clock buffers: 56 / 1145
clock inverters: 21 / 286.5
fillers: 4450 / 29830
inverters: 25 / 101.3
multi-input cells: 385 / 4071
flip-flops and latches: 390 / 10610
well taps: 664 / 830.8
repair buffers: 235 / 2277
## how the worst max path moves through the flow
stage	from	end	slack, ns	depth (start not counted)
after CTS	fifo_2.tail[0]	x_dest[8]	0.05	2
after global routing	fifo_1.tail[0]	x_dest[3]	0.09	2
final	fifo_0.tail[0]	x_dest[0]	0.24	2
## critical path, stage by stage (launching register included)
cell	delay, ns
dfxtp_1	0.66
mux4_2	0.60
clkdlybuf4s50_1	0.44
## registers in the layout (all words and copies together), names as in the netlist, 4 cells and up
name / flops
fifo_2.count: 4
fifo_1.out: 14
fifo_3.count: 4
fifo_1.mem: 56
fifo_2.out: 14
fifo_4.mem: 56
fifo_0.mem: 56
fifo_0.count: 4
fifo_3.out: 14
fifo_4.count: 4
fifo_0.out: 14
fifo_3.mem: 56
fifo_2.mem: 56
fifo_1.count: 4
fifo_4.out: 14
## metal layers
layer | part of all wire [%] | up-vias | global-route usage, %
li1 | - | 3615 | -
met1 | 43 | 3744 | 16.61
met3 | 8.0 | 43 | 4.684
met2 | 47 | 253 | 18.27
met4 | 2.3 | 0 | 2.458
met5 | 0 | - | 0
## what timing repair did
item / 4_1_cts / 5_1_grt
hold buffers: 0 / 0
resized: 0 / 2
setup endpoints to repair: 0 / 5
## synth_stat cells (3+ instances only)
cell type / instances / area, um2
edfxtp_1: 280 / 8408
dfxtp_1: 110 / 2202
nor2b_1: 78 / 488.0
mux4_2: 70 / 1577
nor2_1: 45 / 168.9
ha_1: 40 / 500.5
and2_1: 20 / 125.1
inv_1: 20 / 75.07
buf_4: 15 / 112.6
xor2_1: 15 / 131.4
clkbuf_1: 12 / 45.04
buf_2: 11 / 55.05
mux2i_1: 10 / 100.1
xnor2_1: 10 / 87.58
a21oi_1: 8 / 40.04
mux2_4: 8 / 120.1
nand3_1: 8 / 40.04
or2_2: 8 / 50.05
a221oi_2: 5 / 75.07
a221oi_4: 5 / 131.4
and3b_1: 5 / 43.79
nand2_1: 5 / 18.77
nand3b_1: 5 / 37.54
o21ai_0: 5 / 25.02
o21ai_2: 5 / 43.79
or2_4: 5 / 43.79
or3b_1: 5 / 43.79
or4_4: 5 / 56.30
nand2b_1: 3 / 18.77
## report_power, final
part | internal (uW) | switching (uW) | total, uW | leakage (uW)
clock | 3180 | 1950 | 5130 | 0.000691
combinational | 1440 | 833 | 2280 | 0.00251
sequential | 6020 | 265 | 6280 | 0.00345
total | 10600 | 3050 | 13700 | 0.00665
Power is estimated from default activity; no workload was simulated.
